File: flow/run.sh
#!/bin/bash
# OpenROAD 26Q1-2900-gdf79404cd8, Yosys 0.63+post, stock flow scripts
make -C /OpenROAD-flow-scripts/flow DESIGN_CONFIG=/design/flow/config.mk WORK_HOME=/design/flow/orfs finish
File: flow/config.mk
export PLATFORM = sky130hd
export DESIGN_NAME = ex_mem_reg
export DESIGN_NICKNAME = ex_mem_reg
export VERILOG_FILES = /design/flow/design.v
export SDC_FILE = /design/flow/constraint.sdc
export NUM_CORES = 4
export LEC_CHECK = 1
export CORE_AREA = 10 10 150 150
export DIE_AREA = 0 0 160 160
File: flow/constraint.sdc
current_design ex_mem_reg

set clk_period 1.0
set clk_io_pct 0.2

create_clock -name clk0 -period $clk_period [get_ports {clk}]

set non_clock_inputs [all_inputs -no_clocks]
set_input_delay [expr $clk_period * $clk_io_pct] -clock clk0 $non_clock_inputs
set_output_delay [expr $clk_period * $clk_io_pct] -clock clk0 [all_outputs]
File: flow/design.v
module ex_mem_reg (
    input clk,
    input rst,
    input [31:0] alu_result_ex,
    input [31:0] rd2_ex,
    input [31:0] pc_branch_ex,
    input [4:0]  rd_ex,
    input        take_branch_ex,
    input        jump_ex,
    input        Mem_Write_ex,
    input        Reg_write_ex,
    input [1:0]  Result_src_ex,
    input [1:0]  Store_type_ex,
    input [2:0]  Load_type_ex,
    output reg [31:0] alu_result_mem,
    output reg [31:0] store_data_mem,
    output reg [31:0] pc_branch_mem,
    output reg [4:0]  rd_mem,
    output reg        take_branch_mem,
    output reg        jump_mem,
    output reg        Mem_Write_mem,
    output reg        Reg_write_mem,
    output reg [1:0]  Result_src_mem,
    output reg [1:0]  Store_type_mem,
    output reg [2:0]  Load_type_mem
);
    always @(posedge clk or posedge rst) begin
        if (rst) begin
            alu_result_mem  <= 32'b0;
            store_data_mem  <= 32'b0;
            pc_branch_mem   <= 32'b0;
            rd_mem          <= 5'b0;
            take_branch_mem <= 1'b0;
            jump_mem        <= 1'b0;
            Mem_Write_mem   <= 1'b0;
            Reg_write_mem   <= 1'b0;
            Result_src_mem  <= 2'b0;
            Store_type_mem  <= 2'b0;
            Load_type_mem   <= 3'b0;
        end else begin
            alu_result_mem  <= alu_result_ex;
            store_data_mem  <= rd2_ex;
            pc_branch_mem   <= pc_branch_ex;
            rd_mem          <= rd_ex;
            take_branch_mem <= take_branch_ex;
            jump_mem        <= jump_ex;
            Mem_Write_mem   <= Mem_Write_ex;
            Reg_write_mem   <= Reg_write_ex;
            Result_src_mem  <= Result_src_ex;
            Store_type_mem  <= Store_type_ex;
            Load_type_mem   <= Load_type_ex;
        end
    end
endmodule
==> flow_metrics.env <==
# implementation run metrics
export IMPL_worstHoldStart="rd2_ex[4]"
export IMPL_postSynthSeqShare=0.9987
export IMPL_cts_max_path_buffers=2
export IMPL_detail_route_vias_per_cell=2.950
export IMPL_cp_top_family="flip-flops"
export IMPL_clk_pin_slew_ps=70
export IMPL_clock_sinks=112
export IMPL_postRouteAntennaNets=0
export IMPL_routed_wl_met2_mm=4.916
export IMPL_cp_max_fo=1
export IMPL_status="finished, violations left"
export IMPL_max_cap_viol_count=0
export IMPL_dp_hpwl_mm=8.097
export IMPL_initialDrtViolationCount=52
export IMPL_wl_mm=9.818
export IMPL_pwr_share_clk=0.401
export IMPL_drt_met1_wl_mm=3.672
export IMPL_crit_buf_inv=1
export IMPL_rsz0062_at_grt="yes"
export IMPL_top_area_cell="dfrtp_1"
export IMPL_fin_setup_tns_ps=-1386
export IMPL_fp_util=0.1447
export IMPL_num_multi_input_gates=0
export IMPL_worstMarginPinSlew_ps=272.5
export IMPL_gp_congestion=0.7964
export IMPL_grt_total_usage=0.07621
export IMPL_whs_path_depth=1
export IMPL_ir_drop_mv=0.7350
export IMPL_antenna_found_initial=2
export IMPL_warning_count=28
export IMPL_ys_flops=112
export IMPL_placed_area_um2=5441
export IMPL_pre_cts_ws_ps=-66.53
export IMPL_firstDrtPassIters=3
export IMPL_worst_hold_slack_ps=288.9
export IMPL_syn_avg_cell_area_um2=24.84
export IMPL_ys_area_um2=2806
export IMPL_drc_errors=0
export IMPL_worstSetupStartpointType="register"
export IMPL_wl_per_cell_um=15.78
export IMPL_cts_made_buffers=9
export IMPL_startpoint="store_data_mem[27]"
export IMPL_top_cell_area_share=0.9987
export IMPL_cts_setup_buffers=0
export IMPL_finalHoldViolCount=0
export IMPL_ys_cells=113
export IMPL_end_kind="output port"
export IMPL_grt_pass1_vias=2116
export IMPL_fin_area_um2=5213
export IMPL_die_w_um=160
export IMPL_fin_crit_sh=1.044
export IMPL_num_rows=51
export IMPL_power_mw=9.302
export IMPL_logic_area_um2=0
export IMPL_swShare=0.1945
export IMPL_grt_first_pass_wirelength_mm=14.61
export IMPL_p_leak_nw=2.367
export IMPL_relSlewSlack=0.8184
export IMPL_switching_power_mw=1.809
export IMPL_post_route_cells_drive_above_1_share=0.3652
export IMPL_pwr_density_cell_nw_per_um2=1785
export IMPL_max_stage_delay_ps=380
export IMPL_yosys_warnings=1
export IMPL_met3WireLength_mm=1.096
export IMPL_period_minus_slack_ps=1044
export IMPL_die_size_y_um=160
export IMPL_cts_tree="done"
export IMPL_coreArea_um2=19400
export IMPL_ios=226
export IMPL_synthCells=113
export IMPL_intPower_mw=7.493
export IMPL_arrival_ps=840
export IMPL_dr_max_layer_used="met5"
export IMPL_setup_viol=104
export IMPL_critPathKind="reg -> out"
export IMPL_area_leaders="dfrtp_1 (100%), inv_1 (0.13%)"
export IMPL_htreeDepth=3
export IMPL_synth_cell_area_um2=2806
export IMPL_cts_root_buffer="clkbuf_16"
export IMPL_port_buffers=225
export IMPL_seqPwrFrac=0.517
export IMPL_violations="setup timing"
export IMPL_hold_class="in -> reg"
export IMPL_critical_path_cell_chain="buf_2"
export IMPL_grt_max_degree=49
export IMPL_num_vias=1835
export IMPL_hold_buffers=0
export IMPL_overflow=0
export IMPL_setup_ws_ps=-44.20
export IMPL_finalMaxSlewViolations=0
export IMPL_holdPathEnd="store_data_mem[4]"
export IMPL_crit_required_ps=800
export IMPL_die_area_um2=25600
export IMPL_ys_types=2
export IMPL_area_growth_pct=85.73
export IMPL_slowest_stage="dfrtp_1"
export IMPL_p_comb_frac=0.082
export IMPL_max_freq_mhz=957.7
-- cell families (layout without fill, tap and decap cells) --
family	Yosys count	after routing	synth area share
DFF	112	112	0.9987
buffers and inverters	1	244	0.001336
other	0	1	0
-- worst max-delay path by stage --
stage                                end  slack [ps]  depth (start not counted)
after CTS               Load_type_mem[2]         -80                          1
final                 store_data_mem[27]         -40                          1
after global routing  store_data_mem[27]         -90                          1
-- repair_timing --
| item | 4_1_cts | 5_1_grt |
|---|---|---|
| pin swaps | 0 | 0 |
| endpoints found under the setup margin | 112 | 112 |
| resized | 355 | 1 |
| hold endpoints to repair | 0 | 0 |
-- placed cells by master (no fill, tap or decap), drive strengths merged --
cell type	netlist	final
diode	0	1
dfrtp	112	112
clkinvlp	0	2
buf	0	115
bufinv	0	2
clkdlybuf4s50	0	113
clkinv	0	1
clkbuf	0	10
inv	1	1
-- cell usage after synthesis (all sizes together) --
| cell | n |
|---|---|
| dfrtp | 112 |
| inv | 1 |
-- power by group through the flow --
stage         logic [mW]  clock network [mW]  registers, mW
global route       0.846                4.14           4.83
finish             0.766                3.73           4.81
CTS                0.801                3.95           4.81
-- routing by layer --
metal	global-route usage	vias to the layer above
li1	-	825
met1	0.08735	875
met2	0.1279	122
met3	0.04021	11
met4	0.009182	2
met5	0	-
-- flip-flops by register name, indices dropped and copies added (netlist names) --
signal and count:
store_data_mem 32, rd_mem 5, Store_type_mem 2, take_branch_mem 1
Mem_Write_mem 1, Reg_write_mem 1, pc_branch_mem 32, jump_mem 1
Result_src_mem 2, Load_type_mem 3, alu_result_mem 32
-- cell type report --
type,instances,area (um2)
timing repair buffer,228,1758
antenna,1,2.502
clock buffer,10,229.0
tap,265,331.6
fill,2017,14190
inverter,1,7.507
clock inverter,5,81.33
sequential,112,2803
-- metrics by stage --
stage,utilization,std cells
final,0.2687,622
after CTS,0.2683,621
after global placement,0.2805,606
after global routing,0.2686,621
after detailed placement,0.2805,606
after floorplan,-,113
No activity file was given, so power comes from the tool's default toggle rates.
