--- flow/config.mk ---
export PLATFORM = sky130hd
export DESIGN_NAME = ex_stage
export DESIGN_NICKNAME = ex_stage
export VERILOG_FILES = /design/flow/design.v
export SDC_FILE = /design/flow/constraint.sdc
export NUM_CORES = 4
export LEC_CHECK = 1
export CORE_UTILIZATION = 50
--- flow/design.v ---
module ALU (
    input  [31:0] A,
    input  [31:0] B,
    input  [3:0]  ALU_Control,
    output reg [31:0] ALU_Result,
    output Zero
);
    localparam  ALU_ADD  = 4'b0000,
                ALU_SUB  = 4'b0001,
                ALU_AND  = 4'b0010,
                ALU_OR   = 4'b0011,
                ALU_XOR  = 4'b0100,
                ALU_SLL  = 4'b0101,
                ALU_SRL  = 4'b0110,
                ALU_SRA  = 4'b0111,
                ALU_SLT  = 4'b1000,
                ALU_SLTU = 4'b1001;
    always @(*) begin
        case (ALU_Control)
            ALU_ADD: ALU_Result = A + B;           
            ALU_SUB: ALU_Result = A - B;           
            ALU_AND: ALU_Result = A & B;           
            ALU_OR:  ALU_Result = A | B;           
            ALU_XOR: ALU_Result = A ^ B;           
            ALU_SLL: ALU_Result = A << B[4:0];     
            ALU_SRL: ALU_Result = A >> B[4:0];     
            ALU_SRA: ALU_Result = $signed(A) >>> B[4:0];
            ALU_SLT: ALU_Result = $signed(A) < $signed(B) ? 32'b1 : 32'b0;
            ALU_SLTU:ALU_Result = A < B ? 32'b1 : 32'b0;
            default: ALU_Result = 32'b0;
        endcase
    end
    assign Zero = (ALU_Result == 0);
endmodule
module ex_stage (
    input  [31:0] pc_ex,
    input  [31:0] rd1_ex,
    input  [31:0] rd2_ex,
    input  [31:0] imm_ex,
    input         Branch_ex,
    input         jump_ex,
    input         Alu_src_ex,
    input  [3:0]  ALU_Control_ex,
    input  [2:0]  branch_cond_ex,
    output [31:0] alu_result_ex,
    output [31:0] store_data_ex,
    output [31:0] pc_branch_ex,
    output        take_branch_ex
);
    wire [31:0] alu_in2;
    assign alu_in2 = (Alu_src_ex) ? imm_ex : rd2_ex;
    ALU ALU (
        .A      (rd1_ex),
        .B      (alu_in2),
        .ALU_Control   (ALU_Control_ex),
        .ALU_Result (alu_result_ex),
        .Zero   ()                   
    );
    assign pc_branch_ex = pc_ex + imm_ex;
    reg branch_taken;
    localparam BR_EQ  = 3'b001,
           BR_NE  = 3'b010,
           BR_LT  = 3'b011,
           BR_GE  = 3'b100,
           BR_LTU = 3'b101,
           BR_GEU = 3'b110;
    always @(*) begin
        branch_taken   = 0;
        case (branch_cond_ex)
            BR_EQ:  branch_taken = (rd1_ex === rd2_ex) && (rd1_ex !== 32'hx);
            BR_NE:  branch_taken = (rd1_ex != rd2_ex);
            BR_LT:  branch_taken = ($signed(rd1_ex) <  $signed(rd2_ex));
            BR_GE:  branch_taken = ($signed(rd1_ex) >=  $signed(rd2_ex));
            BR_LTU: branch_taken = (rd1_ex < rd2_ex);
            BR_GEU: branch_taken = (rd1_ex >= rd2_ex);
            default: branch_taken = 1'b0;
        endcase
    end
    assign take_branch_ex = branch_taken | jump_ex;
    assign store_data_ex = rd2_ex;
endmodule
--- flow/constraint.sdc ---
current_design ex_stage

set clk_period 30.5
set clk_io_pct 0.2

create_clock -name clk0 -period $clk_period

set non_clock_inputs [all_inputs -no_clocks]
set_input_delay [expr $clk_period * $clk_io_pct] -clock clk0 $non_clock_inputs
set_output_delay [expr $clk_period * $clk_io_pct] -clock clk0 [all_outputs]
--- flow/run.sh ---
#!/bin/bash
# OpenROAD 26Q1-2900-gdf79404cd8, Yosys 0.63+post, stock flow scripts
make -C /OpenROAD-flow-scripts/flow DESIGN_CONFIG=/design/flow/config.mk WORK_HOME=/design/flow/orfs finish
==> notes.md <==
yosys + openroad results -> outcome=finished, final reports clean, std cell rows=55, drt initial violations=1654, max-cap viol count=0, initial antenna violation count=1, Simple-Gate Fraction of Synth Area=21.0%, # Cells Yosys=1770, Area Growth Syn to Fin=19.1%, fmax=56.2 MHz, Adder Share, Synth=17.8%, Buffers on Ports=234, maximum vdd drop=16.9 µV, hold_buf cts=0, nature of the critical path startpoint=input pin, chip area=23900 µm², Leak=0.00627 µW, Setup CP Type=input pin to output port, Crit. Startpoint=Alu_src_ex, fillcell total=2082, tool warnings=100, router iterations before antenna repair=9, Seq/Total Area, Yosys=0%, power per cell area=23.1 nW/µm², antenna diode count=0, setup TNS=0 ns, area of the core=22800 µm², # Post-CTS Setup Buffers=0, Dominant comb cell=AND-OR/OR-AND gates, CLK BUF=0, slowest stage delay, CP=0.56 ns, CP arrival=11.69 ns, flip-flops=0, slowest CP cell=buf_4, crit end category=output port, period utilisation layout=58.3%, cell family with most CP delay=AND-OR/OR-AND gates, antenna viol nets, final=0, drt total wl=52.5 mm, post-cts sizing count=0, fraction of layout cells with a size suffix above 1=3.54%, Worst Path Required=24.40 ns, ao+oa area frac=35.3%, Cell Type Count=79, Hold Path Sink=store_data_ex[22], min Tclk post-route=17.79 ns, Vias/cell=6.55, worst slew pin tran=0.788 ns, Mapped Cells=1770, Most common cell on crit path=buf_4, most frequent logic cell in the layout=clkdlybuf4s50_1, final setup fails=0, largest net degree at the start of global routing=64, per-cell routed wire length=23.8 µm, Slew HR=46.3%, global-route wire length before repair=79.2 mm, Synth Warn #=2, class of the worst hold path=input pin to output port, DP Wirelength=41.3 mm, mapped cell area=11700 µm², hold path cells=2, syn_area_per_cell=6.58 µm², Vias=14400, Reg area=0 µm², hold path startpoint=rd2_ex[22], Top cells excl fill/tap=clkdlybuf4s50_1 (232), nand2_1 (194), a21oi_1 (175), Max Slew Vio Count=0, Bufs and invs on worst path=6, die width=155 µm, critical path peak fanout=63, XORs/XNORs by Area=3.91%, io pins=235, DRC viols=0, FP Util=51.2%, CP Cell Sequence=buf_2 -> buf_4 -> mux2i_4 -> buf_4 -> inv_2 -> buf_4 -> ha_1 -> nor2_1 -> o311a_1 -> o22ai_1 -> o31a_1 -> o21ai_1 -> a21oi_1 -> o21ai_0 -> xnor2_1 -> o221ai_1 -> clkdlybuf4s50_1, RSZ-0062 raised after global routing=false, Hold Fails Final Rpt=0, vias in the first global route=13300, gpl congestion=1.09, die height=155 µm, mux share=11.5%, global route total overflow=0, GR Util All Layers=44.0%, total power=321 µW, Yosys Chip Area=11700 µm²
cell type report:
class	count	area [µm²]	area share [%]
inverter	137	514	3.70
tap	313	392	2.82
timing repair buffer	262	2540	18.3
multi-input combinational	1492	10400	75.2
layer usage:
metal	part of all wire (%)	track usage [%]
met3	12	10.9
met1	40	58.7
met4	6.1	23.0
met2	42	65.5
met5	0	0.828
worst max-delay path by stage:
stage / depth (start not counted) / to / slack, ns
global route: 17 / alu_result_ex[25] / 12.51
finish: 17 / alu_result_ex[25] / 12.71
CTS: 20 / alu_result_ex[22] / 13.00
through the flow:
stage / hold WS, ns / cells / util [%] / setup WS [ns] / instance area (µm²)
2_1_floorplan: 12.25 / 1770 / - / 14.99 / 11700
3_3_place_gp: 13.03 / 2204 / 60.9 / 13.07 / 13900
3_5_place_dp: 13.02 / 2204 / 60.9 / 13.02 / 13900
4_1_cts: 13.03 / 2204 / 60.9 / 13.00 / 13900
5_1_grt: 13.04 / 2204 / 60.9 / 12.51 / 13900
6_report: 13.02 / 2204 / 60.9 / 12.71 / 13900
Yosys cell counts, types with 27 or more instances:
cell,instances,area share (%)
xnor2_1,39,2.9
mux2i_1,89,7.6
inv_1,132,4.3
a21o_1,47,3.0
clkbuf_1,65,2.1
nor2_1,165,5.3
o21ai_0,111,4.8
nand3_1,36,1.5
nor3_1,38,1.6
o211ai_1,27,1.7
a211oi_1,30,1.9
ha_1,161,17
and3_1,28,1.5
buf_4,35,2.3
o21a_1,39,2.5
nand2_1,194,6.2
a21oi_1,175,7.5
kinds of logic (layout without fill, tap and decap cells):
logic type      count (synthesis)  in the layout
mux                           109            109
buf+inv                       278            399
simple gates                  543            543
fa+ha+maj                     164            164
compound gates                624            624
xor+xnor                       52             52
where the power goes:
part	switching [µW]	internal, µW	leakage, µW	total [µW]
clock	0	0	0	0
sequential	0	0	0	0
combinational	185	136	0.00627	321
total	185	136	0.00627	321
Power and IR drop assume default switching activity.
