### flow/config.mk
export PLATFORM = sky130hd
export DESIGN_NAME = id_ex_reg
export DESIGN_NICKNAME = id_ex_reg
export VERILOG_FILES = /design/flow/design.v
export SDC_FILE = /design/flow/constraint.sdc
export NUM_CORES = 4
export LEC_CHECK = 1
export CORE_AREA = 10 10 197 197
export DIE_AREA = 0 0 207 207
### flow/constraint.sdc
current_design id_ex_reg

set clk_period 1.0
set clk_io_pct 0.2

create_clock -name clk0 -period $clk_period [get_ports {clk}]

set non_clock_inputs [all_inputs -no_clocks]
set_input_delay [expr $clk_period * $clk_io_pct] -clock clk0 $non_clock_inputs
set_output_delay [expr $clk_period * $clk_io_pct] -clock clk0 [all_outputs]
### flow/design.v
module id_ex_reg (
    input clk,
    input rst,
    input [31:0] pc_id,
    input [31:0] rd1_id,
    input [31:0] rd2_id,
    input [31:0] imm_id,
    input [4:0]  rs1_id,
    input [4:0]  rs2_id,
    input [4:0]  rd_id,
    input        Branch_id,
    input        jump_id,
    input        Alu_src_id,
    input [3:0]  ALU_Control_id,
    input [2:0]  branch_cond_id,
    input        Mem_Write_id,
    input        Reg_write_id,
    input [1:0]  Result_src_id,
    input [1:0]  Store_type_id,
    input [2:0]  Load_type_id,
    output reg [31:0] pc_ex,
    output reg [31:0] rd1_ex,
    output reg [31:0] rd2_ex,
    output reg [31:0] imm_ex,
    output reg [4:0]  rs1_ex,
    output reg [4:0]  rs2_ex,
    output reg [4:0]  rd_ex,
    output reg        Branch_ex,
    output reg        jump_ex,
    output reg        Alu_src_ex,
    output reg [3:0]  ALU_Control_ex,
    output reg [2:0]  branch_cond_ex,
    output reg        Mem_Write_ex,
    output reg        Reg_write_ex,
    output reg [1:0]  Result_src_ex,
    output reg [1:0]  Store_type_ex,
    output reg [2:0]  Load_type_ex
);
    always @(posedge clk or posedge rst) begin
        if (rst) begin
            pc_ex           <= 32'b0;
            rd1_ex          <= 32'b0;
            rd2_ex          <= 32'b0;
            imm_ex          <= 32'b0;
            rs1_ex          <= 5'b0;
            rs2_ex          <= 5'b0;
            rd_ex           <= 5'b0;
            Branch_ex       <= 1'b0;
            jump_ex         <= 1'b0;
            Alu_src_ex      <= 1'b0;
            ALU_Control_ex  <= 4'b0;
            branch_cond_ex  <= 3'b0;
            Mem_Write_ex    <= 1'b0;
            Reg_write_ex    <= 1'b0;
            Result_src_ex   <= 2'b0;
            Store_type_ex   <= 2'b0;
            Load_type_ex    <= 3'b0;
        end else begin
            pc_ex           <= pc_id;
            rd1_ex          <= rd1_id;
            rd2_ex          <= rd2_id;
            imm_ex          <= imm_id;
            rs1_ex          <= rs1_id;
            rs2_ex          <= rs2_id;
            rd_ex           <= rd_id;
            Branch_ex       <= Branch_id;
            jump_ex         <= jump_id;
            Alu_src_ex      <= Alu_src_id;
            ALU_Control_ex  <= ALU_Control_id;
            branch_cond_ex  <= branch_cond_id;
            Mem_Write_ex    <= Mem_Write_id;
            Reg_write_ex    <= Reg_write_id;
            Result_src_ex   <= Result_src_id;
            Store_type_ex   <= Store_type_id;
            Load_type_ex    <= Load_type_id;
        end
    end
endmodule
### flow/run.sh
#!/bin/bash
# OpenROAD 26Q1-2900-gdf79404cd8, Yosys 0.63+post, stock flow scripts
make -C /OpenROAD-flow-scripts/flow DESIGN_CONFIG=/design/flow/config.mk WORK_HOME=/design/flow/orfs finish
==> job_summary.md <==
### Yosys + OpenROAD results

| Metric | Value |
|---|---|
| Post-Route WL | `15,200 um` |
| FP Rows | `68` |
| Status | `complete, but fails checks` |
| Post-synth regs | `162` |
| Startpoint types | `flop` |
| First-pass GRT wire length | `22,500 um` |
| Final GP Congestion | `0.749` |
| Max VDD drop | `1.07 mV` |
| DR iter-0 viols | `46` |
| Most frequent cells in the layout | `163 x clkdlybuf4s50_1, 162 x dfrtp_1, 160 x buf_2, 17 x clkbuf_16, 7 x buf_4` |
| Logic cell area | `0 um^2` |
| Leakage | `3.53 nW` |
| Setup Fix Bufs, Post-CTS | `0` |
| Post-Syn Area per Cell | `24.9 um^2` |
| CP Class | `reg -> out` |
| Vias/cell | `2.79` |
| Antenna cells | `0` |
| Vias in the first global route | `3,177` |
| H-tree lvl count | `4` |
| Comb pwr share | `8.0%` |
| Seq. cell area | `0.00405 mm^2` |
| Hold Vio Cnt, Final | `0` |
| Number of CTS-inserted buffers | `17` |
| Slew HR | `82.6%` |
| Worst hold path type | `in -> reg` |
| Root Driver | `clkbuf_16` |
| Vias | `2,752` |
| Synth warnings | `1` |
| Die W | `207 um` |
| Critical Path AT | `0.95 ns` |
| Grt ovf | `0` |
| CTS sink cnt | `162` |
| Post-DP HPWL | `12,500 um` |
| Cells after synthesis | `163` |
| IO buf count | `325` |
| Post-synthesis sequential area ratio | `99.9%` |
| Drt first pass iters | `3` |
| Post-synth area from yosys stat | `0.00406 mm^2` |
| Fin Hold WS | `0.202 ns` |
| Die area | `0.0428 mm^2` |
| P_sw | `0.00336 W` |
| Post-Syn Area | `0.00406 mm^2` |
| Failing checks | `setup timing` |
| Worst-path cell chain | `buf_6` |
| Worst path max stage delay | `0.39 ns` |
| Max Slew Vio Count | `0` |
| Largest net degree at the start of global routing | `48` |
| Area Growth Syn to Fin | `92.9%` |
| FP Util | `11.7%` |
| Endpoints failing setup | `162` |
| Internal | `0.0113 W` |
| Most frequent logic cell in the layout | `clkdlybuf4s50_1` |
| Cts hold-fix bufs | `0` |
| WL/cell | `15.4 um` |
| Crit path max-delay family | `flip-flops` |
| TritonCTS clock tree | `done` |
| Die height | `207 um` |
| Pwr Density | `1870 mW/mm^2` |
| Critical path endpoint category | `primary output` |
| Unique cell types | `2` |
| Crit Path Max Fanout | `1` |
| Fmax | `873 MHz` |
| Slack of the critical path | `-0.145 ns` |
| Fillers | `3,720` |
| I/O pins | `326` |
| Post-DRT Antenna Nets | `0` |
| RSZ-0062 raised after global routing | `true` |
| Clk pwr share | `44.5%` |
| Core ar. | `0.0345 mm^2` |
| Post-layout period usage | `115%` |
| DRC Markers | `0` |
| Longest Clk Path Bufs | `2` |
| Worst-Margin Slew | `0.261 ns` |
| Sw Share | `23.0%` |
| Maxcap violations | `0` |
| Critical Path RT | `0.80 ns` |
| Tot Pwr | `0.0146 W` |
| Comb gates | `0` |
| Gr usage total | `7.08%` |
| CP Buf/Inv Count | `1` |
| Tool warnings | `28` |
| Share of cells above drive strength 1 | `38.9%` |
| Final min period | `1.15 ns` |
| Yosys stat cell total | `163` |
| Worst path slowest cell | `dfrtp_1` |
| Seq pwr share | `47.5%` |
| Worst-path clk slew | `0.07 ns` |
| Initial antenna violation count | `2` |
==> layout make-up <==
class                 instances  area share, %
sequential                  162           51.8
timing repair buffer        337           33.3
tap                         455           7.27
clock buffer                 17           5.43
clock inverter               15           2.09
inverter                      1         0.0959
==> synthesized netlist by cell type <==
library cell | count | area share (%)
dfrtp_1 | 162 | 100
inv_1 | 1 | 0.092
==> timing repair <==
action                     in CTS  in global routing
hold endpoints to repair        0                  0
resized                       531                  0
pin swaps                       0                  0
setup endpoints to repair     162                162
==> kinds of logic (layout without fill, tap and decap cells) <==
| family | after synthesis | count (layout) | synth area share, % |
|---|---|---|---|
| buffers and inverters | 1 | 370 | 0.0924 |
| flip-flops | 162 | 162 | 99.9 |
==> routing by layer <==
layer	vias up	routed length [um]	track usage (%)
li1	1224	-	-
met1	1322	5440	7.69
met2	185	7280	11.4
met3	17	2170	4.96
met4	4	236	0.903
met5	-	28	0
==> state kept, by name, indices dropped and copies added, names as in the netlist, 4 cells and up <==
signal,cells
ALU_Control_ex,4
rs1_ex,5
rd_ex,5
rd2_ex,32
pc_ex,32
rd1_ex,32
rs2_ex,5
imm_ex,32
==> worst paths after layout <==
check                      depth (start not counted)            startpoint                    to
min in group asynchronous                          3                   rst  rd2_ex[17]$_DFF_PP0_
max in group asynchronous                          4                   rst  rd1_ex[17]$_DFF_PP0_
worst min-delay path                               1             imm_id[9]   imm_ex[9]$_DFF_PP0_
worst max-delay path                               1  rd2_ex[25]$_DFF_PP0_            rd2_ex[25]
==> per-stage QoR <==
stage	util [%]	cell area, um^2	setup TNS [ns]	instances	setup slack (ns)
2_1_floorplan	-	4060	-203.60	163	-1.26
3_3_place_gp	23.3	8040	-0.291	955	-0.105
3_5_place_dp	23.3	8040	-0.232	955	-0.0935
4_1_cts	22.7	7830	-22.89	987	-0.192
5_1_grt	22.7	7830	-25.32	987	-0.202
6_report	22.7	7830	-15.77	987	-0.145
==> power groups by stage <==
| stage | Combinational [W] | Clock [W] | Sequential (W) |
|---|---|---|---|
| CTS | 0.00121 | 0.00683 | 0.00695 |
| global route | 0.00128 | 0.00710 | 0.00698 |
| finish | 0.00116 | 0.00650 | 0.00695 |
Power and IR drop assume default switching activity.
